===== ./design.v =====
`timescale 1ns / 1ps
module register_bank(
    input clk,
    input regWrite,
    input [4:0] RA1,
    input [4:0] RA2,
    input [4:0] WA,
    input [31:0] WD,
    output reg [31:0] RD1,
    output reg [31:0] RD2
    );
    reg [31:0] registers [0:31];
    always@(posedge clk)
        begin
            RD1 = registers[RA1];
            RD2 = registers[RA2];
            if(regWrite)
                registers[WA] = WD;
        end
endmodule

===== ./run.sh =====
#!/bin/bash
# OpenROAD 26Q1-2900-gdf79404cd8, Yosys 0.63+post, stock flow scripts
make -C /OpenROAD-flow-scripts/flow DESIGN_CONFIG=/design/flow/config.mk WORK_HOME=/design/flow/orfs finish

===== ./config.mk =====
export PLATFORM = sky130hd
export DESIGN_NAME = register_bank
export DESIGN_NICKNAME = register_bank
export VERILOG_FILES = /design/flow/design.v
export SDC_FILE = /design/flow/constraint.sdc
export NUM_CORES = 4
export LEC_CHECK = 1
export CORE_UTILIZATION = 40

===== ./constraint.sdc =====
current_design register_bank

set clk_period 4.1
set clk_io_pct 0.2

create_clock -name clk0 -period $clk_period [get_ports {clk}]

set non_clock_inputs [all_inputs -no_clocks]
set_input_delay [expr $clk_period * $clk_io_pct] -clock clk0 $non_clock_inputs
set_output_delay [expr $clk_period * $clk_io_pct] -clock clk0 [all_outputs]

==> notes.md <==
Reports from this run.

- Across all layers, the routed design uses 31,117 vias.
- For this run, asynchronously set or reset flops after synthesis account for 0%.
- The post-layout utilization of the core reads a little under half.
- The cell depth of the worst flop-to-flop path reads 5.
- Setup repair after global routing left no endpoint under its margin.
- The combinational cell fraction of total power reads 8.6%.
- STA classifies the critical path endpoint as a flop.
- The share of synthesized cell area in and, or, nand and nor gates reads roughly 4.6%.
- The overall overflow remaining after global route reads 0.
- The placer congestion estimate reads slightly below 0.9.
- After synthesis, the cell types taking the most area are edfxtp_1 61%, mux2i_1 20%, a22oi_1 2.9%.
- The required time at the worst endpoint is listed as around 4.6 ns.
- The area of the synthesized netlist per yosys stat reads 0.0501 mm^2.
- In this run the most critical hold path is launched from registers[14][14]$_DFFE_PP_.
- The area of placed instances reads 0.0539 mm^2.
- The worst ir drop on vdd is ~0.00036 V.
- Per the final report, max-transition violations number 0.
- Per the post-route antenna check, the number of violating nets is 0.
- The source-to-sink clock delay at the later pin of the worst-skew pair is between 0.7 and 0.8 ns.
- The endpoint of the worst hold path is RD2[14]$_DFF_P_.
- The class of the tightest hold or removal check reads flop to flop.
- The final non-filler cell area reads 0.0576 mm^2.
- The first-pass detailed-route iteration total reads 24.
- Before CTS, the worst setup slack after placement is between 0.6 and 0.7 ns.
- In this run the vertical extent of the chip is around 360 um.
- The pin count of the biggest net entering global routing is roughly 70.
- The fraction of final layout cells sized beyond drive strength 1 is 10.4%.
- The synthesis-to-finish area growth reads 15.1%.
- The startpoint class of the critical path reads a primary input.
- The report lists the cells along the critical path as clkdlybuf4s50_1, nor2b_4, buf_12, a22o_1, nor3_1, a31oi_1, nand3_1.
- The die area reads 0.127 mm^2.
- The source of the worst register-to-register timing path is registers[6][31]$_DFFE_PP_.
- The timing report gives the worst reg2reg path a setup slack of 2.52 ns.
- The wire length of the first global-routing pass is 221,000 um.
- The cell-mix breakdown from Yosys lists the adder-cell area share as 0%.
- The initial antenna violation count was 7.
- The area of the core reads 0.124 mm^2.
- The total placed cells including tap cells reads approximately 5,000.
- Based on the critical path, the design can be clocked at up to 0.358 GHz.
- Broken down by cell family, the worst path's largest delay share belongs to buffers and inverters.
- The final worst slack reads 1.30 ns.
- The final timing report lists clock skew as slightly above 0.02 ns.
- The total negative slack reads 0 ns.
- The net switching power in the latest report is 5.70 mW.
- The measured slew at the worst slew-check pin reads 0.878 ns.
- 113 I/O pins were placed.
- The average wire per standard cell reads 29.1 um.
- The largest fanout of any net on the critical path is 62.
- In the routed layout, each cell is associated on average with a via count of ~6.
- The slowest library cell on the worst path is clkdlybuf4s50_1.
- The run finished with clean final reports.
- The count of instantiated cells in the yosys netlist reads 3,450.
- The count of cell types in the netlist is 24.
- After clock tree synthesis, the setup repair step added 0 buffers.
- Per the TritonCTS log, the buffer count is 110.
- Per the breakdown, switching nets consume 22.9% of all power.
- The number of hold violations in the final report is 0.
- The clock passes through at most 3 buffers.
- The synthesized design devotes to its leading area cell type around three fifths of total area.
- The number of standard cells after synthesis is 3,450.
- The leakage power figure reads 21.2 nW.
- The count of buffering cells on the critical path with inverters included reads 2.
- The detailed-route DRC error count reads 0.
- The cell internal power dissipation is 19.2 mW.
- The detailed router's first-iteration violation count is between 2,000 and 2,500.
- The antenna diode count reads 0.
- The minimum period implied by the final worst setup slack is 2.80 ns.
- The type of the setup path with the least slack is primary input to flop.
- edfxtp_1 takes more of the synthesized area than any other cell.
- In this run the number of H-tree levels came out at 3.
- The global-route usage over all layers reads 26.3%.
- The synthesis report lists the Yosys warning total as 1.
- The average instance area after synthesis is ~15 um^2.
- In this run the tightest slew margin relative to its limit is 41.3%.
- The count of buffers added on input and output ports is 112.
- The sink count of the clock tree reads between 1,000 and 1,500.
- After synthesis the netlist holds a flip-flop and latch count of 1,088.
- For reference, XOR and XNOR gates occupy 0% of the area reported after synthesis.
- The wire length reported by the detailed router reads 155,000 um.
- The OpenROAD warning count is 26.
- The power density normalized to cell area is around 430 mW/mm^2.
- Per Yosys stat, the portion of area used by sequential elements is 64.0%.
- On the final layout, the worst hold slack is 0.624 ns.
- The final tally of setup violations reads 0.
- According to the dpl log, the detail-placed design has an HPWL of 87,300 um.
- The final total power is between 20 and 25 mW.
- The number of standard cells in the final layout excluding fillers reads between 5,000 and 6,000.
- The core utilization before placement reads 40.4%.
- The compound-cell area share of the yosys netlist is 7.84%.
- The commonest cells after synthesis are 1,024 x edfxtp_1, 1,024 x mux2i_1, 195 x nand2_1.
- Looking at the power breakdown, the clock network takes 41.2% of the total.
- The instance count along the most critical hold path is 4.
- The sequential cell fraction of total power reads 50.2%.
- The endpoint of the worst register-to-register path is RD2[31]$_DFF_P_.
- The clock-pin slew on the worst setup and hold paths reads around 0.060 ns.
- The die is 356 um wide.
- The CTS tree is yes.
- The post-synth design cell area reads roughly 0.050 mm^2.
- The cell sitting at the root of the clock tree is a clkbuf_16.
- The tally of filler cells in the layout reads approximately 11,000.
- Counting flops with a built-in enable in the synthesized netlist gives between 1,000 and 1,500.
- The hold-fix buffer count after cts is 0.
- The worst endpoint data arrival time is 3.31 ns.
- The post-CTS resize count is 0.
- The delay contributed by the slowest stage of the critical path reads 0.62 ns.
- The via count of the first global-routing pass reads 32,869.
- The part of the cycle the worst path needs reads 68.2%.
- The dominant combinational cell family by area after synthesis reads multiplexers.
- The number of violations of the max-capacitance limit is 0.
- The cell row count reads 129.
- The commonest register cell after synthesis reads edfxtp_1.
- After synthesis, the share of cell area in mux cells is 20.5%.
-- layer usage --
metal | share of wire [%] | up-vias | track usage (%) | wire [um]
met4 | 3.6 | 18 | 7.92 | 5650
met5 | 0.11 | - | 0.453 | 168
met2 | 47 | 1717 | 39.7 | 72600
met3 | 14 | 312 | 15.8 | 22400
met1 | 35 | 15184 | 32.4 | 54100
li1 | - | 13886 | - | -
-- cell usage in the layout (no fill, tap or decap), types with 3 or more instances in the layout --
cell	count
a21oi_1	192
a22o_1	128
a22oi_1	192
a31oi_1	64
buf_12	53
buf_4	114
bufinv_16	11
clkbuf_1	27
clkbuf_16	111
clkbuf_8	17
clkdlybuf4s50_1	110
clkinv_1	19
clkinv_2	12
clkinvlp_4	4
dfxtp_1	64
edfxtp_1	1024
mux2i_1	1024
nand2_1	193
nand2b_2	4
nand3_1	194
nand3b_1	5
nor2_4	34
nor2b_4	4
nor3_1	64
or3b_2	3
-- worst max-delay path by stage --
stage | start | to | slack (ns) | depth (start not counted)
after global routing | RA2[2] | RD2[31]$_DFF_P_ | 1.24 | 7
final | RA2[2] | RD2[4]$_DFF_P_ | 1.30 | 7
after CTS | RA2[2] | RD2[4]$_DFF_P_ | 1.37 | 7
-- kinds of logic after synthesis --
group / after synthesis
flops: 1088
mux: 1024
compound gates: 576
simple gates: 509
buf+inv: 253
-- worst min-delay path: stages, from the launching register on --
cell and delay (ns):
edfxtp_1 0.34, mux2i_1 0.07, nand2_1 0.06, nand3_1 0.06
nand3_1 0.07
-- final cells by class --
cell class | count | area [um^2] | share of cell area (%)
flip-flops and latches | 1088 | 32000 | 55.6
multi-input cells | 2109 | 16800 | 29.1
clock buffers | 155 | 3110 | 5.40
repair buffers | 279 | 3050 | 5.29
well taps | 1637 | 2050 | 3.56
clock inverters | 53 | 591 | 1.03
-- state kept, by name, summed over array words and instances (netlist names) --
name	flops
RD1	32
registers	1024
RD2	32
-- power groups by stage --
| stage | clock network (mW) | registers, mW | logic (mW) |
|---|---|---|---|
| 4_1_cts | 10.4 | 12.5 | 2.14 |
| 5_1_grt | 10.8 | 12.5 | 2.28 |
| 6_report | 10.2 | 12.5 | 2.14 |
No activity file was given, so power comes from the tool's default toggle rates.
