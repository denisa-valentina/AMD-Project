[/design/flow/design.v]
`timescale 1ns / 1ps
module ram(clk, din, addr, r_w, out);
    input clk, r_w;
    input [31:0] din;
    input [7:0] addr; 
    output reg [31:0] out;
    reg [31:0]mem[0:99];   
    always @(posedge clk)
        if(r_w)  
          out = mem[addr];
        else  
          mem[addr] = din;
endmodule
[/design/flow/run.sh]
#!/bin/bash
# OpenROAD 26Q1-2900-gdf79404cd8, Yosys 0.63+post, stock flow scripts
make -C /OpenROAD-flow-scripts/flow DESIGN_CONFIG=/design/flow/config.mk WORK_HOME=/design/flow/orfs finish
[/design/flow/config.mk]
export PLATFORM = sky130hd
export DESIGN_NAME = ram
export DESIGN_NICKNAME = ram
export VERILOG_FILES = /design/flow/design.v
export SDC_FILE = /design/flow/constraint.sdc
export NUM_CORES = 4
export LEC_CHECK = 1
export CORE_UTILIZATION = 40
[/design/flow/constraint.sdc]
current_design ram

set clk_period 42.3
set clk_io_pct 0.2

create_clock -name clk0 -period $clk_period [get_ports {clk}]

set non_clock_inputs [all_inputs -no_clocks]
set_input_delay [expr $clk_period * $clk_io_pct] -clock clk0 $non_clock_inputs
set_output_delay [expr $clk_period * $clk_io_pct] -clock clk0 [all_outputs]
==> reports/metrics.cfg <==
[place]
gp_congestion=0.942
hpwl_um=243000
port_buffers=72
placedInstanceArea_mm2=0.130

[worst_setup_path]
r2r_start=mem[81][9]
setup.reg_to_reg.worst_slack_ps=38610
reg2reg_depth=7
cp_max_fo=44
cp_data_required_time_ps=42820
end_kind=register
crit_path_start_kind=input port
path_class=input port to register
worstPathArrival_ps=14250
worstReg2RegEnd=out[9]

[global_routing]
grt-ovfl-total=0
grt_pass1_vias=76634
grt_max_degree=85
grt_usage=0.303
antenna_found_initial=26
grt_pass1_wl_um=591000

[sta]
finalMaxSlewViolations=0
slew_headroom=0.210
clock_skew_ps=51.2
tightest_slew_ps=1180
fin_crit_ps=13730
fmax_ghz=0.0728
hold_viol_final=0
final.period_utilization=0.325
setup_viol=0
fin_hold_ws_ps=922
setup_tns_ps=0
rsz0062_at_grt=false

[synthesis]
yosys_warnings=1
adder_share=0
edf_count=3232
synth_cell_type_count=69
ys_seq_elements=3232
topCellsByArea=edfxtp_1 79%, a221oi_1 5.2%, mux2i_1 2.1%
syn_area_mm2=0.123
yosysTopAreaCell=edfxtp_1
synthCells=7000
netlist_logic_family_top=AND-OR/OR-AND gates
yosysSeqAreaShare=0.788
synth-main-ff-cell=edfxtp_1
yosys_cells=7000
synth_chip_area_mm2=0.123
synth.top_cell.area_share=0.788
post_synth.cell_area_avg_um2=17.6
simple_gate_share=0.0221
yosys.area_share.aoi=0.128
ys_async_sr_fraction=0
mux_area_frac=0.0389
xor_area_frac=0

[cts]
cts_made_buffers=327
clock_latency_ps=890
cts_sinks=3232
cts_hold_buffers=0
cts_tree=built
clockBufferDepth=4
post_cts_buffers=0
clockRootBuffer=clkbuf_16
cts_resized=0
clk_pin_slew_ps=60
cts_max_level=5

[routing]
drt-pass1-iter-count=6
routed_wl_um=428000
wl_per_cell_um=36.9
vias=73138
vias_per_cell=6.30
remaining_drc_errors=0
ant_nets=0
first_iter_violations=5302

[cells_and_area]
drive_gt1_frac=0.150
final_area_mm2=0.140
syn2layout_area_growth_pct=13.9

[run]
warning_count=27
cap_viol_max_count=0

[floorplan]
num_io_pins=74
die_width_um=557
rows=203
core_mm2=0.306
fp.dieH_um=557
fp-utilization=0.403
die-area_mm2=0.310

[min_path]
hp-start=mem[98][18]
holdPathEnd=out[18]
hold_depth=3
hold_path_class=register to register

[status]
status=completed

[power]
p_leak_uw=0.0435
vdd_ir_drop_max_uv=36.7
p_per_area_mw_per_mm2=48.1

==> synth_stat cells, drive strengths merged, types with 5 or more instances <==
master and number:
a2111oi 8, edfxtp 3232, nand4 10, o211ai 18, o31ai 16, clkbuf 163
mux4 57, o311ai 10, a211oi 19, nand2 219, o21ai 199, a22o 157
inv 6, nor2 277, buf 408, a221o 11, a221oi 731, mux2 82
a31oi 15, nor2b 16, a22oi 257, nand2b 7, nor3 74, mux2i 259
or3 13, a21oi 361, o22ai 217, a311oi 6, o221ai 50, nor4 6
nand3 10, o2111ai 8, o32ai 6, o22a 25, and2 5
==> worst max-delay path: stages <==
cell,delay (ps)
buf_8,230
buf_4,500
nor2b_4,710
buf_4,700
buf_4,580
buf_4,540
buf_4,400
a221oi_1,150
nor3_1,400
nor3_1,90
o21ai_1,320
o22ai_1,160
a211oi_1,870
==> kinds of logic (layout without fill, tap and decap cells) <==
logic type | count (synthesis) | count (layout)
flip-flops | 3232 | 3232
AND-OR/OR-AND | 2147 | 2147
AND/OR/NAND/NOR | 646 | 646
buffers and inverters | 577 | 1055
multiplexers | 398 | 398
other | 0 | 33
==> cell type report <==
cell class | count | area, um^2
clock inverters | 159 | 1430
inverters | 6 | 42.5
fillers | 24930 | 166000
flip-flops and latches | 3232 | 97100
repair buffers | 479 | 3810
multi-input cells | 3191 | 24200
clock buffers | 411 | 8650
well taps | 4100 | 5130
diodes | 33 | 82.6
==> metal layers <==
layer	up-vias	track usage	share of wire
met3	1129	0.271	0.20
li1	29917	-	-
met2	6217	0.415	0.44
met1	35817	0.304	0.28
met5	-	0.0668	0.0053
met4	58	0.155	0.068
==> placed cells by master, fill, tap and decap left out, drive strengths merged, types with 16 or more instances in the layout <==
| master | synthesis | final |
|---|---|---|
| o21ai | 199 | 199 |
| nor2b | 16 | 16 |
| o31ai | 16 | 16 |
| nand2 | 219 | 219 |
| o221ai | 50 | 50 |
| buf | 408 | 446 |
| a21oi | 361 | 361 |
| clkbuf | 163 | 411 |
| o211ai | 18 | 18 |
| o22ai | 217 | 217 |
| bufinv | 0 | 22 |
| a22oi | 257 | 257 |
| a211oi | 19 | 19 |
| clkdlybuf4s50 | 0 | 33 |
| nor2 | 277 | 277 |
| clkinv | 0 | 115 |
| mux2i | 259 | 259 |
| diode | 0 | 33 |
| a22o | 157 | 157 |
| o22a | 25 | 25 |
| a221oi | 731 | 731 |
| nor3 | 74 | 74 |
| edfxtp | 3232 | 3232 |
| inv | 6 | 16 |
| mux4 | 57 | 57 |
| mux2 | 82 | 82 |
==> sequential cells by signal, summed over array words and instances, names as in the netlist <==
name and cells:
mem 3200, out 32
==> stage by stage <==
step	cells	worst slack [ps]	util	total power, uW
detailed placement	11008	27870	0.425	4050
global route	11601	28740	0.459	6910
global placement	11008	27890	0.425	4040
finish	11611	28570	0.459	6760
CTS	11578	28800	0.458	6760
floorplan	7000	29870	-	3800
==> where the power goes <==
part	switching [uW]	total, uW	internal, uW
registers	5.19	3550	3540
clock network	1180	2770	1580
logic	336	446	110
==> worst max-delay path by stage <==
| stage | end | start |
|---|---|---|
| 6_report | out[26] | addr[2] |
| 5_1_grt | out[26] | addr[2] |
| 4_1_cts | out[26] | addr[2] |
Power and IR drop assume default switching activity.
