==> /design/flow/design.v <==
`timescale 1ns / 1ps
module Alu(
    input [31:0] a, 
    input [31:0] b, 
    input [3:0] ALU_OP,
    output reg ZERO,
    output reg [31:0] out 
    );
    always@(a or b or ALU_OP)
        begin
            ZERO = 0;
            case(ALU_OP)
                4'b0000: out = a & b;  
                4'b0001: out = a | b;  
                4'b0010: out = a + b;
                4'b0110: out = a - b;
                4'b0111: out = a < b ? 1 : 0;  
                4'b1100: out = ~(a | b);   
                default: out = 0;
            endcase
            if(~out)
                ZERO = 1;
        end
endmodule
==> /design/flow/run.sh <==
#!/bin/bash
# OpenROAD 26Q1-2900-gdf79404cd8, Yosys 0.63+post, stock flow scripts
make -C /OpenROAD-flow-scripts/flow DESIGN_CONFIG=/design/flow/config.mk WORK_HOME=/design/flow/orfs finish
==> /design/flow/config.mk <==
export PLATFORM = sky130hd
export DESIGN_NAME = Alu
export DESIGN_NICKNAME = Alu
export VERILOG_FILES = /design/flow/design.v
export SDC_FILE = /design/flow/constraint.sdc
export NUM_CORES = 4
export LEC_CHECK = 1
export CORE_UTILIZATION = 40
==> /design/flow/constraint.sdc <==
current_design Alu

set clk_period 16.7
set clk_io_pct 0.2

create_clock -name clk0 -period $clk_period

set non_clock_inputs [all_inputs -no_clocks]
set_input_delay [expr $clk_period * $clk_io_pct] -clock clk0 $non_clock_inputs
set_output_delay [expr $clk_period * $clk_io_pct] -clock clk0 [all_outputs]
==> results.py <==
# Generated from Yosys and OpenROAD reports
metrics = {
    "run_status": {
        "outcome": "finished clean",
    },
    "global_routing": {
        "grt_max_degree": 44,
        "grt_pass1_vias": 6585,
        "gr-usage-all-layers_pct": 28.07,
        "grt_overflow": 0,
        "grt_pass1_wl_um": 35680,
        "antenna_found_initial": 0,
    },
    "job": {
        "cap_violations": 0,
        "warnings": 101,
    },
    "placement": {
        "port_buffers": 101,
        "gp_congestion": 0.9515,
        "dpl.hpwl_um": 17460,
        "dpl_worst_slack_ps": 5235,
    },
    "worst_setup_path": {
        "cp_max_fo": 32,
        "worstPathRequired_ps": 13360,
        "arrival_ps": 8240,
        "path_class": "in -> out",
        "startpoint_type": "input pin",
        "cp-end-kind": "output pin",
        "crit_start": "ALU_OP[1]",
    },
    "sta": {
        "min_period_ps": 11580,
        "hold_viol": 0,
        "setup_viol": 0,
        "timing.fmax_mhz": 86.34,
        "fin_crit_sh_pct": 69.35,
        "worstMarginPinSlew_ps": 820.7,
        "setup_tns_ps": 0,
        "max_slew_margin_pct": 44.82,
        "fin_ws_ps": 5118,
        "final_max_slew_viol_count": 0,
        "rsz0062_at_grt": "false",
    },
    "drt": {
        "dr_total_vias": 7273,
        "route.detailed.drc": 0,
        "totalWireLength_um": 22250,
        "routedWlPerCell_um": 19.33,
        "first_iter_violations": 783,
        "antenna_cells": 0,
        "ant_nets": 0,
        "firstDrtPassIters": 5,
        "via_per_inst": 6.319,
    },
    "floorplanning": {
        "rows": 44,
        "fp.dieW_um": 126.0,
        "die_area_mm2": 0.01588,
        "ios": 101,
        "fp_util_pct": 41.71,
        "core-area_mm2": 0.01475,
        "fp.dieH_um": 126.0,
    },
    "finish": {
        "fillers": 1513,
        "seq_cells": 0,
        "drive_gt1_share_pct": 5.274,
        "regArea_um2": 0,
        "n_clock_buffer": 0,
        "syn_to_final_growth_pct": 16.25,
    },
    "synthesis": {
        "ys_warn_count": 1,
        "yosys-stat-area_mm2": 0.006153,
        "ys_seq_share_pct": 0,
        "synth_cells": 914,
        "synth.distinct_cells": 96,
        "synth_area_per_cell_um2": 6.732,
        "synth_area_mm2": 0.006153,
        "ys_cells": 914,
    },
    "clock_network": {
        "cts_resized": 0,
        "hold_buffers": 0,
        "postCtsSetupBuffers": 0,
    },
    "hold_path": {
        "hold_class": "in -> out",
        "worstHoldStart": "b[27]",
    },
    "power": {
        "cellPowerDensity_mw_per_mm2": 33.10,
        "total_power_mw": 0.2367,
        "peakVddDrop_v": 0.00001287,
        "p_leak_nw": 3.013,
    },
}
==> routing by layer <==
metal,wire length [um],track usage (%)
met5,0,0
met4,303,4.465
met3,1917,2.857
met2,9755,43.74
met1,10270,42.42
==> metrics by stage <==
| stage | std cells | hold WS, ps | util, % | area (um2) |
|---|---|---|---|---|
| floorplan | 914 | 6839 | - | 6153 |
| global placement | 1151 | 7991 | 48.48 | 7153 |
| detailed placement | 1151 | 7990 | 48.48 | 7153 |
| CTS | 1151 | 7998 | 48.48 | 7153 |
| global route | 1151 | 8096 | 48.48 | 7153 |
| finish | 1151 | 7993 | 48.48 | 7153 |
==> power breakdown <==
part / total, mW / leakage (nW) / internal [mW] / switching, mW
clock: 0 / 0 / 0 / 0
combinational: 0.237 / 3.01 / 0.0990 / 0.138
sequential: 0 / 0 / 0 / 0
==> cells in the final DEF (no fill, tap or decap), types with 12 or more instances in the layout <==
| master | Yosys | layout |
|---|---|---|
| nor2_1 | 79 | 78 |
| a211oi_1 | 12 | 12 |
| a21oi_1 | 83 | 83 |
| nor3_1 | 30 | 30 |
| nand2_1 | 62 | 62 |
| nor2b_1 | 12 | 12 |
| a22oi_1 | 29 | 29 |
| ha_1 | 101 | 101 |
| nand4_1 | 13 | 13 |
| clkdlybuf4s50_1 | 0 | 101 |
| o22ai_1 | 28 | 28 |
| nand3_1 | 23 | 23 |
| o21ai_0 | 39 | 39 |
| inv_1 | 95 | 95 |
| o31ai_1 | 16 | 16 |
| nor4_1 | 13 | 13 |
==> synthesized netlist by cell type, types with 6 or more instances <==
master | instances | area (um2)
nand2_1 | 62 | 232.7
o22ai_1 | 28 | 175.2
a31oi_1 | 7 | 43.79
nor3_1 | 30 | 150.1
clkbuf_1 | 27 | 101.4
a22oi_1 | 29 | 217.7
mux2i_1 | 6 | 60.06
nor4_1 | 13 | 81.33
buf_2 | 15 | 75.07
nor2_1 | 79 | 296.5
a221oi_1 | 6 | 52.55
o221ai_1 | 7 | 61.31
nand4_1 | 13 | 81.33
nor2b_1 | 12 | 75.07
nand3_1 | 23 | 115.1
ha_1 | 101 | 1264
a211oi_1 | 12 | 90.09
o21ai_0 | 39 | 195.2
o21bai_1 | 7 | 52.55
o22a_1 | 11 | 96.34
inv_1 | 95 | 356.6
nand2b_1 | 10 | 62.56
o31ai_1 | 16 | 120.1
a21o_1 | 11 | 82.58
o21a_1 | 6 | 45.04
clkbuf_8 | 8 | 110.1
or2_2 | 6 | 37.54
a21oi_1 | 83 | 415.4
a221o_1 | 9 | 90.09
==> path summary, 6_finish.rpt <==
path,endpoint,cells after the start
worst max-delay path,ZERO,12
worst min-delay path,out[27],7
==> final cells by class <==
class              count  area [um2]  area share [%]
well taps            184       230.2           3.218
multi-input cells    757        5463           76.37
repair buffers       111        1086           15.18
inverters             99       374.1           5.230
==> critical path: stages <==
cell,delay [ps]
clkdlybuf4s50_1,920
inv_2,480
or4b_4,870
o221ai_1,250
a22o_1,190
nand4_1,130
a311o_1,300
nor4bb_1,370
nand4_1,150
nor4_1,630
nand4_1,170
clkdlybuf4s50_1,450
==> cells by family (layout without fill, tap and decap cells) <==
logic type               Yosys count  in the layout  share of synthesized area [%]
AND-OR/OR-AND                    360            360                          42.27
XOR/XNOR                           4              4                         0.5694
adder cells (fa/ha/maj)          103            103                          21.19
buffers and inverters            157            210                          11.65
multiplexers                       6              6                         0.9760
AND/OR/NAND/NOR                  284            284                          23.34
Power and IR drop assume default switching activity.
